### config.mk
export PLATFORM = sky130hd
export DESIGN_NAME = Controller_top
export DESIGN_NICKNAME = Controller_top
export VERILOG_FILES = /design/flow/design.v
export SDC_FILE = /design/flow/constraint.sdc
export NUM_CORES = 4
export LEC_CHECK = 1
export CORE_UTILIZATION = 30
### constraint.sdc
current_design Controller_top

set clk_period 7.6
set clk_io_pct 0.2

create_clock -name clk0 -period $clk_period [get_ports {clk}]

set non_clock_inputs [all_inputs -no_clocks]
set_input_delay [expr $clk_period * $clk_io_pct] -clock clk0 $non_clock_inputs
set_output_delay [expr $clk_period * $clk_io_pct] -clock clk0 [all_outputs]
### design.v
`timescale 1ns / 1ps
module Controller_top(
    input logic clk,
    input logic rst,  
    output logic TRIGGER,
    input  logic ECHO,
    output logic PWM_out
);
    logic [31:0] DISTANCE;
    logic        DISTANCE_VALID;
    logic TRIGGER_OUT;
    assign TRIGGER = (rst) ? 0 : TRIGGER_OUT;
    logic        ECHO_sync;    
    logic        ECHO_sync_2;  
    always_ff @(posedge clk or posedge rst) begin
        if (rst) begin
            ECHO_sync   <= 0;
            ECHO_sync_2 <= 0;
        end else begin
            ECHO_sync   <= ECHO;         
            ECHO_sync_2 <= ECHO_sync;    
        end
    end
    SensorController sensor_ctrl (
        .clk            ( clk ),
        .rst            ( rst ),
        .READ           ( 1 ),  
        .TRIGGER_OUT    ( TRIGGER_OUT ),
        .ECHO_IN        ( ECHO_sync_2 ),
        .DISTANCE       ( DISTANCE ),
        .DISTANCE_VALID ( DISTANCE_VALID )
    );
    logic [31:0] DutyCycle_out;  
    PWMController pwm_ctrl(
        .clk            ( clk ),
        .rst            ( rst ),
        .DISTANCE       ( DISTANCE ),
        .DISTANCE_VALID ( DISTANCE_VALID ),
        .PWM            ( PWM_out ),
        .DutyCycle      ( DutyCycle_out )
);
endmodule
`timescale 1ns / 1ps
module PWMController(
    input logic clk,
    input logic rst,
    input logic [31:0] DISTANCE,
    input logic        DISTANCE_VALID,
    output logic        PWM,
    output logic [31:0] DutyCycle
);
logic [31:0] dist_reg_out;
always @(posedge clk) begin
    if (rst) begin
        dist_reg_out <= 1999999;
    end
    else if (DISTANCE_VALID) begin
        dist_reg_out <= DISTANCE;
    end
end
localparam THRESH = 1999999;  
logic [31:0] error;
assign error = (dist_reg_out > THRESH) ? 0 : THRESH - dist_reg_out;
logic [31:0] error_pipeline_reg_out;
always @(posedge clk) begin
    error_pipeline_reg_out <= error;
end
localparam Kp = 1;
logic [31:0] control_sig;
assign control_sig = Kp * error_pipeline_reg_out;
localparam int INDEX_INCREMENT = 85714;   
always_comb begin
    if      (rst)                    DutyCycle = 0; 
    else if (control_sig <= 85713)   DutyCycle = 0;
    else if (control_sig <= 171427)  DutyCycle = 5;
    else if (control_sig <= 257141)  DutyCycle = 10;
    else if (control_sig <= 342855)  DutyCycle = 15;
    else if (control_sig <= 428569)  DutyCycle = 20;
    else if (control_sig <= 514283)  DutyCycle = 25;
    else if (control_sig <= 599997)  DutyCycle = 30;
    else if (control_sig <= 685711)  DutyCycle = 35;
    else if (control_sig <= 771425)  DutyCycle = 40;
    else if (control_sig <= 857139)  DutyCycle = 45;
    else if (control_sig <= 942853)  DutyCycle = 50;
    else if (control_sig <= 1028567) DutyCycle = 55;
    else if (control_sig <= 1114281) DutyCycle = 60;
    else if (control_sig <= 1199995) DutyCycle = 65;
    else if (control_sig <= 1285709) DutyCycle = 70;
    else if (control_sig <= 1371423) DutyCycle = 75;
    else if (control_sig <= 1457137) DutyCycle = 80;
    else if (control_sig <= 1542851) DutyCycle = 85;
    else if (control_sig <= 1628565) DutyCycle = 90;
    else if (control_sig <= 1714279) DutyCycle = 95;
    else                             DutyCycle = 100;   
end
PWMGenerator pwm_gen(
    .clk (clk),
    .rst (rst),
    .duty_cycle (DutyCycle),
    .pwm_out    (PWM)
);
endmodule
module PWMGenerator(
    input  logic clk,           
    input  logic rst,
    input  logic [31:0] duty_cycle,  
    output logic pwm_out         
);
    localparam PERIOD = 256;    
    logic [7:0] counter;         
    logic pwm;
    assign pwm_out = pwm;
    always @(posedge clk) begin
        if (rst) begin
            counter <= 8'd0;   
            pwm <= 1'b0;   
        end
        else begin
            if (counter < PERIOD - 1)
                counter <= counter + 1'b1;   
            else
                counter <= 8'd0;   
            if (counter < (duty_cycle << 8) / 100)  
                pwm <= 1'b1;   
            else
                pwm <= 1'b0;   
        end
    end
endmodule
`timescale 1ns / 1ps
module SensorController(
    input logic clk,
    input logic rst,
    input logic READ,
    output logic TRIGGER_OUT,
    input  logic ECHO_IN,
    output logic [31:0] DISTANCE,
    output logic        DISTANCE_VALID
);
localparam IDLE = 0,
           TRIGGER = 1,
           WAIT_ECHO = 2,
           MEASURE = 3,
           DONE = 4;
logic [4:0] state, state_next;
localparam SOUND_SPEED_DIV2 = 145;
localparam DONE_DELAY = 200;   
logic [9:0] done_counter;    
localparam int ECHO_TIMEOUT = 3000000;
logic [26:0] echo_wait_counter;  
always @(posedge clk) begin
    if (rst) begin
        state <= IDLE;
    end else begin
        state <= state_next;
    end
end
always_comb begin
    if (rst) begin
        state_next = IDLE;
    end else begin
        case (state)
            IDLE: begin
                if (READ) state_next = TRIGGER;
                else state_next = state;
            end
            TRIGGER: begin
                if (timer_out) state_next = WAIT_ECHO;
                else state_next = state;
            end
            WAIT_ECHO: begin
                if (ECHO_IN) begin
                    state_next = MEASURE;
                end else if (echo_wait_counter >= ECHO_TIMEOUT) begin
                    state_next = IDLE;  
                end else begin
                    state_next = state;
                end
            end
            MEASURE: begin
                if (~ECHO_IN) state_next = DONE;
                else state_next = state;
            end
            DONE: begin
                if (done_counter >= DONE_DELAY - 1 && READ) begin
                    state_next = TRIGGER;
                end else begin
                    state_next = state;
                end
            end
            default: state_next = IDLE;
        endcase
    end
end
always @(posedge clk) begin
    if (rst || state != DONE) begin
        done_counter <= 0;
    end else if (state == DONE) begin
        done_counter <= done_counter + 1;
    end
    if (rst || state != WAIT_ECHO) begin
        echo_wait_counter <= 0;  
    end else begin
        echo_wait_counter <= echo_wait_counter + 1;  
    end
end
    always_comb begin
        TRIGGER_OUT    = 0;
        counter_en     = 0;
        counter_rst    = 0;
        DISTANCE_VALID = 0;
        if (state == IDLE) begin
            counter_rst    = 1;
        end
        else if (state == TRIGGER) begin
            counter_en  = 1;
            TRIGGER_OUT = 1;
        end
        else if (state == WAIT_ECHO) begin
            counter_rst = 1;
        end
        else if (state == MEASURE) begin
            counter_rst    = 1;
        end
        else if (state == DONE) begin
            DISTANCE_VALID = 1;
        end
        else begin
            TRIGGER_OUT    = 0;
            counter_en     = 0;
            counter_rst    = 0;
            DISTANCE_VALID = 0;
        end
    end
    logic counter_en;
    logic counter_rst;
    logic timer_out;
    ten_us_counter trig_counter(
        .clk ( clk ),
        .rst ( counter_rst ),
        .counter_en ( counter_en ),
        .timer_out  ( timer_out )
    );
    logic [31:0] echo_count;
    always @(posedge clk) begin
        if (rst || TRIGGER_OUT) begin
            echo_count <= 0;
        end
        else if (ECHO_IN) begin
            echo_count <= echo_count + 1;
        end
    end
    assign DISTANCE = (((echo_count << 4) + (echo_count)) << 1) << 1;
endmodule
`timescale 1ns / 1ps
module ten_us_counter(    
    input logic clk,
    input logic rst,
    input logic counter_en,
    output logic timer_out
);
    localparam TRIG_CLOCK_CYCLES = 350;
    logic [15:0] counter; 
    always @(posedge clk) begin
        if (rst) begin
            counter <= 0;
        end
        else if (counter_en) begin
            if (counter != TRIG_CLOCK_CYCLES) begin
                counter <= counter + 1;
            end
        end
        else begin
            counter <= 0;
        end
    end
    assign timer_out = (counter == TRIG_CLOCK_CYCLES);
endmodule
### run.sh
#!/bin/bash
# OpenROAD 26Q1-2900-gdf79404cd8, Yosys 0.63+post, stock flow scripts
make -C /OpenROAD-flow-scripts/flow DESIGN_CONFIG=/design/flow/config.mk WORK_HOME=/design/flow/orfs finish
==> run notes <==
impl run done, here's what came out: yosys cell count 1460, vias in the first global route 10.98k, register clock-pin slew on the reported worst setup and hold paths 70 ps, Leak 6.110 nW, CTS root buf clkbuf_16, max-slew violation count 0, fin crit share 1.278, crit-path max FO 4, depth of the CTS H-tree 4, largest cells by area after synthesis dfxtp_1 (28%), nor2_1 (5.9%), ha_1 (5.5%), nand2_1 (5.0%), xor2_1 (4.5%), DRC errors left 0, Req. time, crit path 7920 ps, Final Skew 10.65 ps, placed cell count 2209, status finished, violations left, most frequent cell after synthesis nor2_1, Place WS -2641 ps, Top FF cell, synth dfxtp_1, first-pass GRT wire length 53590 um, power per cell area 189.6 nW/um2, Achievable Freq 0.1029 GHz, Max Root-Sink Buffers 2, cell area after synthesis 11350 um2, post-DP HPWL 23750 um, DR vias 11.46k, ys async rst share 0.01242, Die Ht 196.5 um, worst hold margin 352.1 ps, layout cell share with drive strength beyond 1 0.2626, final instance area 15150 um2, total grt overflow 0, Yosys warnings 6, slew margin rel. 0.4638, Total GRT Usage 0.1684, worst slew pin tran 804.4 ps, Syn Inst Count 1460, IO buf count 4, first-iteration detailed-routing DRC count 825, failing checks negative setup slack, area share, top type 0.2805, kind of critical path reg2reg, RSZ-0062 raised after global routing true, Synth cell types 112, clock latency (worst-skew pair) 430 ps, Core Util, Final 0.4108, I/O Pins 5, maximum VDD drop 150.6 uV, Registers, synthesis 161, core area 36870 um2, drt via density 5.066, Placer Congestion 0.9908, Final setup viols 1, FP Util 0.3077, per-cell routed wire length 13.84 um, clock sinks 161, sequential-to-total area share from yosys stat 0.2850, count of tool warnings 33, Die ar. 38600 um2, DRT Pass-1 Iters 5, critical path launch point type flip-flop, num rows 70, die x size 196.5 um, Overall Power 2.872 mW, area delta synth->final 33.51%, Sum Neg Setup Slack -2117 ps, most used cell, CP nand2_1, Min-Delay Path Class reg2reg, Mean Syn Cell Area 7.771 um2, cell type with the largest total area dfxtp_1, Final Hold Fails 0, Finished Layout Cells 2263, Final ANT Viol Nets 0, area post-placement 14210 um2, slowest stage cell, crit path or4b_4, flip-flops with a built-in enable 0, fin crit period 9717 ps, initial antenna violation count 0, largest net degree at the start of global routing 48, final worst slack -2117 ps, max-capacitance violation count 0, CTS buffer count 17, WL final 31310 um, synthesis area per yosys 11350 um2, Critical Path End Type flip-flop, synth cell count leaders nor2_1 (178), dfxtp_1 (159), nand2_1 (151), a21oi_1 (93), o21ai_0 (73), diode count 0, Data arrival, critical path 10030 ps, crit-path max cell delay 540 ps, CTS tree done, CTS Hold Bufs 0
## cell families (layout without fill, tap and decap cells)
| family | after synthesis | after routing | share of synthesized area |
|---|---|---|---|
| DFF | 161 | 161 | 0.2850 |
| buffers and inverters | 125 | 420 | 0.04411 |
| muxes | 18 | 18 | 0.01676 |
| xor gates and xnor gates | 99 | 99 | 0.07995 |
| adders and majority gates | 51 | 51 | 0.05690 |
| and+or+nand+nor | 614 | 614 | 0.2734 |
| other | 1 | 5 | 0.0003305 |
| AOI/OAI and AO/OA | 391 | 391 | 0.2436 |
## worst paths after layout
check                                                    from              endpoint  slack [ps]  depth (start not counted)
setup / recovery           pwm_ctrl.error_pipeline_reg_out[8]  pwm_ctrl.pwm_gen.pwm       -2120                         51
hold / removal                                      ECHO_sync           ECHO_sync_2         350                          0
max in group asynchronous                                 rst             ECHO_sync        5110                          4
setup reg to reg           pwm_ctrl.error_pipeline_reg_out[8]  pwm_ctrl.pwm_gen.pwm       -2120                         51
min in group asynchronous                                 rst           ECHO_sync_2        2100                          4
hold reg to reg                                     ECHO_sync           ECHO_sync_2         350                          0
## area by class of cell
type / instances / area (um2)
clock buffers: 18 / 439.2
well taps: 504 / 630.6
repair buffers: 327 / 2489
flip-flops and latches: 161 / 3236
multi-input cells: 1178 / 7971
fillers: 3575 / 21720
inverters: 61 / 231.5
clock inverters: 14 / 151.4
## where the power goes
part           leakage [nW]  internal, mW  switching [mW]  total [mW]
Clock                 0.291         0.452           0.391       0.843
Combinational          4.51         0.582           0.589        1.17
Sequential             1.31         0.849         0.00733       0.857
## registers in the layout (all words and copies together), names as in the netlist
register and cells:
pwm_ctrl.pwm_gen.pwm 1, ECHO_sync_2 1, sensor_ctrl.echo_wait_counter 27, pwm_ctrl.dist_reg_out 31
sensor_ctrl.trig_counter.counter 16, pwm_ctrl.pwm_gen.counter 8, ECHO_sync 1, sensor_ctrl.state 5
pwm_ctrl.error_pipeline_reg_out 31, sensor_ctrl.echo_count 30, sensor_ctrl.done_counter 10
## placed cells by master, fill, tap and decap left out, drive strengths merged, types with 8 or more instances in the layout
| cell | instances |
|---|---|
| a211o | 9 |
| a211oi | 15 |
| a21o | 11 |
| a21oi | 95 |
| a31o | 10 |
| a31oi | 17 |
| and2 | 11 |
| and3 | 29 |
| buf | 323 |
| clkbuf | 18 |
| dfxtp | 159 |
| ha | 50 |
| inv | 72 |
| mux2i | 13 |
| nand2 | 151 |
| nand2b | 16 |
| nand3 | 46 |
| nand3b | 9 |
| nand4 | 19 |
| nor2 | 181 |
| nor3 | 40 |
| nor4 | 17 |
| o2111ai | 8 |
| o211ai | 25 |
| o21a | 23 |
| o21ai | 84 |
| o22ai | 9 |
| o311ai | 10 |
| or2 | 9 |
| or3 | 31 |
| or4 | 9 |
| xnor2 | 40 |
| xor2 | 58 |
## repair_timing
item	in CTS	in global routing
endpoints found under the setup margin	1	1
gates cloned	0	0
setup buffers	19	3
gates resized	29	16
pin swaps	34	22
## worst max-delay path, delay by kind of cell (launching register included)
family / cells / cell delay, ps
xor+xnor: 2 / 300
fa+ha+maj: 7 / 1540
mux: 1 / 280
buf+inv: 5 / 570
compound gates: 20 / 4050
flops: 1 / 310
simple gates: 16 / 2570
## routing by layer
metal	up-vias	routed length (um)	global-route usage
met5	-	0	0
met3	43	1323	0.01903
met1	5253	16000	0.2573
met2	266	13550	0.2650
met4	0	442	0.02025
li1	5902	-	-
No activity file was given, so power comes from the tool's default toggle rates.
